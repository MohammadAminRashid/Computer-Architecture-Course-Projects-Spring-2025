==> /design/flow/run.sh <==
#!/bin/bash
# OpenROAD 26Q1-2900-gdf79404cd8, Yosys 0.63+post, stock flow scripts
make -C /OpenROAD-flow-scripts/flow DESIGN_CONFIG=/design/flow/config.mk WORK_HOME=/design/flow/orfs finish
==> /design/flow/config.mk <==
export PLATFORM = sky130hd
export DESIGN_NAME = Adder
export DESIGN_NICKNAME = Adder
export VERILOG_FILES = /design/flow/design.v
export SDC_FILE = /design/flow/constraint.sdc
export NUM_CORES = 4
export LEC_CHECK = 1
export CORE_AREA = 10 10 107 107
export DIE_AREA = 0 0 117 117
==> /design/flow/constraint.sdc <==
current_design Adder

set clk_period 24.1
set clk_io_pct 0.2

create_clock -name clk0 -period $clk_period

set non_clock_inputs [all_inputs -no_clocks]
set_input_delay [expr $clk_period * $clk_io_pct] -clock clk0 $non_clock_inputs
set_output_delay [expr $clk_period * $clk_io_pct] -clock clk0 [all_outputs]
==> /design/flow/design.v <==
module Adder #(parameter N = 32) (
    input [N-1:0] A, B,       
    output [N-1:0] result 
);
    assign  result = A + B;
endmodule
==> results.py <==
# Synthesis and PnR figures
metrics = {
    "floorplan": {
        "dieWidth_um": 117,
        "rows": 35,
        "die-height_um": 117,
        "ioPinCount": 96,
        "fp_util_pct": 19.0,
        "die_area_um2": 13700,
        "core_area_um2": 9200,
    },
    "yosys": {
        "yosysWarnings": 0,
        "topCellsByArea": "ha_1, a21oi_1, a21o_1",
        "ys_cells": 241,
        "yosys.area.top_type_share_pct": 22.2,
        "netlist_top_cells_count": "ha_1, a21oi_1, a21o_1, nand2_1, xor2_1",
        "ys_seq_share_pct": 0,
        "yosys_area_um2": 1740,
        "avgSynthCellArea_um2": 7.24,
        "synth_cell_type_count": 50,
        "top_cell": "ha_1",
        "synth_area_leader_cell": "ha_1",
        "syn_inst": 241,
        "syn-cell-area_um2": 1740,
    },
    "run": {
        "tool_warnings": 32,
        "cap_violations": 0,
    },
    "power_and_ir_drop": {
        "leakage_nw": 1.18,
        "peakVddDrop_uv": 14.6,
        "power-per-cell-area_nw_per_um2": 29.1,
    },
    "setup_path": {
        "worstPathArrival_ns": 7.82,
        "endpoint_kind": "output port",
        "crit_required_ns": 19.28,
        "start_kind": "input pin",
        "criticalPathCategory": "in2out",
        "critPathMaxFanout": 4,
    },
    "drt": {
        "wl_per_cell_um": 14.6,
        "vias_per_cell": 4.86,
        "firstDrtPassIters": 4,
        "drt-total-wl_mm": 6.36,
        "vias": 2126,
        "detail-route-antenna-nets": 0,
        "drt_first_iter_violations": 85,
        "n_antenna_cell": 0,
        "drc": 0,
    },
    "placement": {
        "io_buffers": 96,
        "place_ws_ns": 11.45,
        "dp_hpwl_mm": 5.59,
        "place.gp.congestion": 0.828,
    },
    "timing": {
        "min_period_over_period_pct": 52.5,
        "max_freq_mhz": 79.1,
        "tns_ns": 0,
        "rsz0062_at_grt": "false",
        "setup_slack_ns": 11.46,
        "finalMaxSlewViolations": 0,
        "setup-violations-final": 0,
        "worstMarginPinSlew_ns": 0.557,
        "relSlewSlack_pct": 61.9,
        "fin_crit_ns": 12.64,
        "whs_ns": 10.67,
        "finalHoldViolCount": 0,
    },
    "clock_network": {
        "post_cts_buffers": 0,
        "cts_resized": 0,
        "cts_hold_buf": 0,
    },
    "finish": {
        "fill_cells": 990,
        "nFlopsAndLatches": 0,
        "drive_gt1_share_pct": 3.07,
        "area_delta_synth_final_pct": 60.5,
        "seq_area_um2": 0,
        "clock_buffers": 0,
    },
    "grt": {
        "grt_overflow": 0,
        "grt_usage_pct": 8.88,
        "grt_max_degree": 11,
        "first_global_vias": 2104,
        "antenna_found_initial": 0,
        "grt_pass1_wl_mm": 10.1,
    },
    "worst_hold_path": {
        "min_to": "result[0]",
        "hold_path_class": "in2out",
        "hold_depth": 3,
        "hp-start": "B[0]",
    },
    "outcome": {
        "status": "finished clean",
    },
}
==> worst max-delay path: stages <==
cell and delay, ns:
clkdlybuf4s50_1 0.41, ha_1 0.24, fa_1 0.40, a21o_1 0.22
a31o_2 0.28, nand3_1 0.09, o221ai_1 0.24, a311oi_1 0.37
o21bai_1 0.11, xor2_1 0.14, clkdlybuf4s50_1 0.50
==> layout make-up <==
| cell class | instances | area, um^2 | share of cell area [%] |
|---|---|---|---|
| Tap cell | 111 | 139 | 4.96 |
| Inverter | 6 | 22.5 | 0.804 |
| Timing Repair Buffer | 96 | 961 | 34.3 |
| Multi-Input combinational cell | 224 | 1680 | 59.9 |
==> per-layer routing <==
metal / GRT usage [%] / up-vias / part of all wire [%]
met3: 2.89 / 0 / 11
li1: - / 1098 / -
met4: 0 / 0 / 0
met5: 0 / - / 0
met2: 15.3 / 66 / 45
met1: 11.2 / 962 / 44
==> worst max-delay path by stage <==
| stage | end | startpoint | depth (start not counted) | slack [ns] |
|---|---|---|---|---|
| 5_1_grt | result[26] | B[0] | 11 | 11.29 |
| 4_1_cts | result[26] | A[0] | 11 | 11.44 |
| 6_report | result[26] | A[0] | 11 | 11.46 |
==> cell families after synthesis <==
| logic type | synth area share (%) |
|---|---|
| AOI/OAI and AO/OA | 39.3 |
| and+or+nand+nor | 18.3 |
| adders and majority gates | 23.4 |
| xor gates and xnor gates | 14.1 |
| buffers and inverters | 3.80 |
| muxes | 1.15 |
==> stage by stage <==
step	power, mW	area [um^2]	utilization [%]	std cells
2_1_floorplan	0.0385	1740	-	241
3_3_place_gp	0.0822	2800	30.4	437
3_5_place_dp	0.0820	2800	30.4	437
4_1_cts	0.0828	2800	30.4	437
5_1_grt	0.0906	2800	30.4	437
6_report	0.0816	2800	30.4	437
==> cells in the final DEF, fill, tap and decap left out, types with 8 or more instances in the layout <==
cell type        instances
nand2_1                 18
ha_1                    31
nand3_1                 10
o21ai_0                 13
a21o_1                  19
clkdlybuf4s50_1         96
xor2_1                  15
xnor2_1                 13
nor2_1                  12
a21oi_1                 29
nand4_1                  8
==> where the power goes <==
group          switching (mW)  internal [mW]
Sequential                  0              0
Clock                       0              0
Combinational          0.0332         0.0484
Power and IR drop assume default switching activity.
