==> flow/design.v <==
module Register_File(
	input clk,write_en,
	input [4:0] A1,
	input [4:0] A2,
	input [4:0] A3,
	input [31:0] write_data,
	output reg [31:0] RD1,
	output reg [31:0] RD2
);
	reg [31:0] regs [0:31];
	assign RD1 = regs[A1];
	assign RD2 = regs[A2];
 	always @(posedge clk) begin 
    	if(write_en && (|A3))begin
        	regs[A3] <= write_data;
    	end
		regs[0]=32'b0;
	end 
endmodule
==> flow/run.sh <==
#!/bin/bash
# OpenROAD 26Q1-2900-gdf79404cd8, Yosys 0.63+post, stock flow scripts
make -C /OpenROAD-flow-scripts/flow DESIGN_CONFIG=/design/flow/config.mk WORK_HOME=/design/flow/orfs finish
==> flow/config.mk <==
export PLATFORM = sky130hd
export DESIGN_NAME = Register_File
export DESIGN_NICKNAME = Register_File
export VERILOG_FILES = /design/flow/design.v
export SDC_FILE = /design/flow/constraint.sdc
export NUM_CORES = 4
export LEC_CHECK = 1
export CORE_UTILIZATION = 40
==> flow/constraint.sdc <==
current_design Register_File

set clk_period 8.4
set clk_io_pct 0.2

create_clock -name clk0 -period $clk_period [get_ports {clk}]

set non_clock_inputs [all_inputs -no_clocks]
set_input_delay [expr $clk_period * $clk_io_pct] -clock clk0 $non_clock_inputs
set_output_delay [expr $clk_period * $clk_io_pct] -clock clk0 [all_outputs]
==> insert_results.sql <==
-- implementation run metrics
INSERT INTO impl_metrics (metric_group, metric, value, unit) VALUES
('power_and_ir_drop', 'share_clk_of_total_power', '40.4', '%'),
('synthesis', 'yosysUniqueCellTypes', '26', ''),
('global_routing', 'first_global_vias', '29800', ''),
('worst_setup_path', 'timing.critical_path.arrival', '4900', 'ps'),
('drt', 'overall_via_count_from_detail_route', '26400', ''),
('clock_tree', 'cts.reportedPaths.clkPinSlew', '60', 'ps'),
('global_routing', 'number_of_antenna_violations_at_the_first_check_in_global_routing', '3', ''),
('power_and_ir_drop', 'static-leakage-power', '16.8', 'nW'),
('worst_setup_path', 'start_kind', 'primary input', ''),
('power_and_ir_drop', 'power.sequential.fraction', '50.5', '%'),
('synthesis', 'yosys_chip_area', '46100', 'um^2'),
('worst_setup_path', 'cp_common_cell', 'buf_4', ''),
('final_timing', 'finalHoldWorstSlack', '1820', 'ps'),
('drt', 'initialDrtViolationCount', '1905', ''),
('flow_run', 'openroad.warnings', '25', ''),
('worst_setup_path', 'worst_path_max_fanout', '43', ''),
('floorplan', 'fp_density', '40.3', '%'),
('clock_tree', 'cts_max_path_buffers', '3', ''),
('synthesis', 'post_synthesis_sequential_element_count', '992', ''),
('clock_tree', 'cts-htree-levels', '3', ''),
('synthesis', 'top_cell_type_by_instance_count_after_synthesis', 'edfxtp_1', ''),
('final_layout', 'final-comb-area', '15600', 'um^2'),
('worst_setup_path', 'cp_class', 'in -> out', ''),
('floorplan', 'fp.coreArea', '114000', 'um^2'),
('final_layout', 'stdcell_count', '4156', ''),
('floorplan', 'dieArea', '117000', 'um^2'),
('min_path', 'hold_depth', '2', ''),
('floorplan', 'die_width', '341', 'um'),
('clock_tree', 'clock_sinks', '992', ''),
('drt', 'post_drt_wl_per_cell', '33.9', 'um'),
('outcome', 'status', 'completed', ''),
('worst_setup_path', 'critPathTopFamily', 'buffers and inverters', ''),
('floorplan', 'ios', '113', ''),
('global_routing', 'first_pass_grt_wire_length', '204000', 'um'),
('synthesis', 'yosys_warnings', '3', ''),
('clock_tree', 'cts_root_buffer', 'clkbuf_16', ''),
('drt', 'vias_per_cell', '6.36', ''),
('clock_tree', 'post-cts-setup-buffer-count', '0', ''),
('placed_design', 'gpl.final_weighted_congestion', '0.873', ''),
('clock_tree', 'numCtsBuffers', '100', ''),
('synthesis', 'flop_cell', 'edfxtp_1', ''),
('synthesis', 'area_leader_share', '64.6', '%'),
('drt', 'first_pass_iters', '5', ''),
('final_layout', 'max_reg_flops', '992', ''),
('drt', 'totalWireLength', '141000', 'um'),
('synthesis', 'yosysTopAreaCell', 'edfxtp_1', ''),
('flow_run', 'drv.max_cap_violation_count', '0', ''),
('final_timing', 'rsz0062_at_grt', 'no', ''),
('placed_design', 'port_buf_inserts', '112', ''),
('synthesis', 'post_synth_most_frequent_cells', '992 x edfxtp_1, 384 x mux4_2, 192 x a22o_1', ''),
('final_layout', 'areaGrowthSynthToFinish', '13.9', '%'),
('synthesis', 'synth_stat.cells', '2447', ''),
('synthesis', 'synth-edff-count', '992', ''),
('synthesis', 'async_reset_ff_share', '0', '%'),
('global_routing', 'grtUsageTotal', '26.7', '%'),
('worst_setup_path', 'levels_on_crit_path', '8', ''),
('final_timing', 'final.setup.tns', '0', 'ps'),
('placed_design', 'placed_cells', '3973', ''),
('worst_setup_path', 'cpMaxStageDelayCell', 'buf_4', ''),
('final_layout', 'regArea', '29800', 'um^2'),
('clock_tree', 'cts-hold-fix-buffers', '0', ''),
('synthesis', 'avgSynthCellArea', '18.8', 'um^2'),
('power_and_ir_drop', 'total_switching_power', '0.00248', 'W'),
('final_timing', 'finalWorstPathRequiredPeriod', '6580', 'ps'),
('min_path', 'hold_path.class', 'in -> reg', ''),
('floorplan', 'chipHeight', '341', 'um'),
('min_path', 'timing.hold.worst.start', 'write_data[18]', ''),
('power_and_ir_drop', 'vdd_drop_max', '151', 'uV'),
('final_timing', 'timing_max_transition_violations_final', '0', ''),
('synthesis', 'post_synth_inst_count', '2447', ''),
('final_timing', 'worst_pin_slew', '950', 'ps');
[worst max path at each step]
stage         startpoint       to
CTS                A2[1]  RD2[19]
global route       A2[0]  RD2[15]
finish             A2[1]  RD2[19]
[per-stage QoR]
| stage | power [W] | cell area (um^2) | worst slack, ps | utilization (%) |
|---|---|---|---|---|
| after floorplan | 0.00620 | 46100 | 3550 | - |
| after global placement | 0.00662 | 49300 | 1840 | 43.1 |
| after detailed placement | 0.00664 | 49300 | 1850 | 43.1 |
| after CTS | 0.0110 | 52500 | 1830 | 45.9 |
| after global routing | 0.0113 | 52500 | 1600 | 45.9 |
| final | 0.0110 | 52500 | 1820 | 45.9 |
[cell usage in the layout, fill, tap and decap left out, types with 3 or more instances in the layout]
master,netlist,final
or3b_2,3,3
buf_4,24,111
clkinvlp_4,0,6
o22ai_1,64,64
mux4_2,384,384
buf_12,0,7
mux2_2,64,64
buf_8,0,3
bufinv_16,0,11
clkinv_1,0,19
edfxtp_1,992,992
and3_1,32,32
clkbuf_16,0,101
nor2b_4,0,6
clkbuf_1,117,17
clkdlybuf4s50_1,0,102
clkinv_2,0,20
nand3b_1,5,5
a22o_1,192,192
o31ai_1,64,64
nand2_1,67,66
a211oi_1,64,64
inv_6,0,6
o21ai_1,64,64
nor2_4,0,33
mux2i_1,160,160
and2_1,34,32
[logic make-up after synthesis]
family | after synthesis | synth area share (%)
AOI/OAI and AO/OA | 448 | 7.30
buffers and inverters | 213 | 2.28
muxes | 608 | 23.8
and+or+nand+nor | 186 | 2.00
DFF | 992 | 64.6
[layout make-up]
cell class              count  area share [%]
well taps                1512            3.60
clock inverters            64            1.18
clock buffers             118            4.93
inverters                   2          0.0143
multi-input cells        1242            29.6
flip-flops and latches    992            56.7
diodes                      1         0.00476
repair buffers            225            3.92
[power by group through the flow]
| stage | clock network (W) | registers [W] | logic (W) |
|---|---|---|---|
| CTS | 0.00448 | 0.00553 | 0.00100 |
| global route | 0.00467 | 0.00554 | 0.00106 |
| finish | 0.00443 | 0.00553 | 0.00100 |
[metal layers]
metal	vias up	part of all wire (%)	global-route usage (%)
met5	-	0.18	2.12
met1	13300	32	31.6
met2	2071	47	39.0
met4	14	3.3	6.80
met3	277	18	20.3
li1	10800	-	-
Power figures rest on the tool's default switching activity, not on a simulated workload.
